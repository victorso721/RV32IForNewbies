$ cat flow/config.mk
export PLATFORM = sky130hd
export DESIGN_NAME = u_alu
export DESIGN_NICKNAME = u_alu
export VERILOG_FILES = /design/flow/design.v
export SDC_FILE = /design/flow/constraint.sdc
export NUM_CORES = 4
export LEC_CHECK = 1
export CORE_UTILIZATION = 50
$ cat flow/constraint.sdc
current_design u_alu

set clk_period 29.4
set clk_io_pct 0.2

create_clock -name clk0 -period $clk_period

set non_clock_inputs [all_inputs -no_clocks]
set_input_delay [expr $clk_period * $clk_io_pct] -clock clk0 $non_clock_inputs
set_output_delay [expr $clk_period * $clk_io_pct] -clock clk0 [all_outputs]
$ cat flow/design.v
module u_alu_adder (
	input [32-1:0] adder_data_in_1,
	input [32-1:0] adder_data_in_2,
	input sub,
	output [32-1:0] adder_data_out
);
wire [32-1:0] first_comp;
assign first_comp = adder_data_in_2 ^ {32{sub}};  
assign adder_data_out = adder_data_in_1 + first_comp + sub;  
endmodule
module u_alu (
	input	[32-1:0]		iex_alu_pc,			 
	input	[32-1:0]	iex_alu_rs1_data,
	input	[32-1:0]	iex_alu_rs2_data,
	input	[32-1:0]	iex_alu_imm_data,
	input						iex_alu_pipe_vld,
	input						iex_alu_flag_adder_sel_src1_pc,
	input						iex_alu_flag_adder_sel_src2_rs2,
	input						iex_alu_flag_general_sel_src2_rs2,
	input						iex_alu_flag_unsigned_data,
	input						iex_alu_flag_adder_vld,
	input						iex_alu_flag_adder_sub,
	input						iex_alu_flag_comparator_vld,
	input						iex_alu_flag_logical_plane_and,
	input						iex_alu_flag_logical_plane_or,
	input						iex_alu_flag_logical_plane_xor,
	input						iex_alu_flag_shifter_right_shift,
	input						iex_alu_flag_shifter_logical_shift,
	input						iex_alu_flag_bru_jal,
	input						iex_alu_flag_bru_jalr,
	input						iex_alu_flag_bru_bge,
	input						iex_alu_flag_bru_blt,
	input						iex_alu_flag_bru_beq,
	input						iex_alu_flag_bru_bne,
	output						alu_iex_bru_vld,
	output						alu_iex_bru_flush,
	output	[32-1:0]		alu_iex_bru_redir_pc,
	output	[32-1:0]	alu_iex_cal_data
);
wire	[32-1:0]	alu_output_result;
wire	[32-1:0]	adder_result;
wire	[32-1:0]	comparator_result;
wire	[32-1:0]	logic_plane_result;
wire	[32-1:0]	shifter_result;
wire	[32-1:0]	return_address;
wire	[32-1:0]	adder_data_in_1;
wire	[32-1:0]	adder_data_in_2;
wire	[32-1:0]	non_adder_data_in_1;
wire	[32-1:0]	non_adder_data_in_2;
wire 						adder_result_vld;
wire 						comparator_result_vld;
wire						logic_plane_result_vld;
wire						shifter_result_vld;
wire				jump;
wire 						bru_vld;
wire 						bru_flush;
wire	[32-1:0]	bru_pc_in;
wire	[32-1:0]	bru_redir_pc;
assign	adder_result_vld		=	iex_alu_flag_adder_vld;	 
assign	comparator_result_vld	=	iex_alu_flag_comparator_vld;  
assign	adder_data_in_1			=	(iex_alu_flag_adder_sel_src1_pc)? iex_alu_pc : iex_alu_rs1_data;
assign	adder_data_in_2			=	(iex_alu_flag_adder_sel_src2_rs2)? iex_alu_rs2_data : iex_alu_imm_data;
assign	non_adder_data_in_1		=	iex_alu_rs1_data;
assign	non_adder_data_in_2		=	(iex_alu_flag_general_sel_src2_rs2)? iex_alu_rs2_data : iex_alu_imm_data;
assign	alu_output_result		=	{32{jump}} & return_address |{32{logic_plane_result_vld}} & logic_plane_result | {32{adder_result_vld}} & adder_result | {32{comparator_result_vld}} & comparator_result | {32{shifter_result_vld}} & shifter_result;
assign	return_address			=	iex_alu_pc + 'd4;
assign jump = iex_alu_flag_bru_jal | iex_alu_flag_bru_jalr;
assign bru_pc_in = {adder_result[31:1],adder_result[0] & ~iex_alu_flag_bru_jalr};
u_alu_adder alu_adder(
	.adder_data_in_1 	(adder_data_in_1),
	.adder_data_in_2 	(adder_data_in_2),
	.sub 				(iex_alu_flag_adder_sub),
	.adder_data_out 	(adder_result)
);
u_alu_comparator alu_comparator(
	.comp_data_in_1 	(non_adder_data_in_1),
	.comp_data_in_2		(non_adder_data_in_2),
	.unsigned_comp		(iex_alu_flag_unsigned_data),
	.comp_data_out		(comparator_result)
);
u_alu_logic_plane alu_logic_plane (
	.logic_plane_data_in_1	(non_adder_data_in_1),
	.logic_plane_data_in_2	(non_adder_data_in_2),
	.and_flag				(iex_alu_flag_logical_plane_and),
	.or_flag				(iex_alu_flag_logical_plane_or),
	.xor_flag				(iex_alu_flag_logical_plane_xor),
	.logic_plane_data_out	(logic_plane_result),
	.logic_plane_output_vld	(logic_plane_result_vld)
);
u_alu_shifter alu_shifter(
	.shifter_data_in_1	(non_adder_data_in_1),
	.shifter_data_in_2	(non_adder_data_in_2[5-1:0]),
	.right_shift		(iex_alu_flag_shifter_right_shift),
	.logical_shift		(iex_alu_flag_shifter_logical_shift),
	.shifter_data_out	(shifter_result),
	.shifter_output_vld	(shifter_result_vld)
);
u_bru bru(
	.bru_redir_pc_in 	(bru_pc_in),
	.jump				(jump),
	.blt				(iex_alu_flag_bru_blt),
	.bge				(iex_alu_flag_bru_bge),
	.beq				(iex_alu_flag_bru_beq),
	.bne				(iex_alu_flag_bru_bne),
	.slt_result			(comparator_result),
	.xor_result			(logic_plane_result),
	.bru_output_vld		(bru_vld),
	.bru_flush			(bru_flush),
	.bru_redir_pc		(bru_redir_pc)
);
assign	alu_iex_bru_vld			=	iex_alu_pipe_vld & bru_vld;
assign	alu_iex_bru_flush		=	bru_flush;
assign	alu_iex_bru_redir_pc	=	bru_redir_pc;
assign	alu_iex_cal_data		=	alu_output_result;
endmodule
module u_bru (
	input [32-1:0] bru_redir_pc_in,
	input jump,
	input blt,
	input bge,
	input beq,	 
	input bne,	 
	input [32-1:0] slt_result,
	input [32-1:0] xor_result, 
	output bru_output_vld,
	output bru_flush,
	output [32-1:0] bru_redir_pc
);
wire xor_result_bit;
wire slt_result_bit;
assign xor_result_bit = |xor_result;
assign slt_result_bit = slt_result[0];
assign bru_redir_pc = bru_redir_pc_in;
assign bru_flush = (jump) | (beq & !xor_result_bit) | (bne & xor_result_bit) | (blt & slt_result_bit) | (bge & !slt_result_bit);
assign bru_output_vld = blt | bge | beq | bne | jump;
endmodule
module u_alu_comparator (
	input [32-1:0] comp_data_in_1,
	input [32-1:0] comp_data_in_2,
	input unsigned_comp,
	output [32-1:0] comp_data_out
);
wire unsigned_comp_result;
wire signed_comp_result;
assign signed_comp_result = ($signed(comp_data_in_1) < $signed(comp_data_in_2));
assign unsigned_comp_result = (comp_data_in_1 < comp_data_in_2);
assign comp_data_out[0] = (unsigned_comp)? unsigned_comp_result : signed_comp_result; 
assign comp_data_out[32-1:1] = 'b0;
endmodule
module u_alu_logic_plane (
	input [32-1:0] logic_plane_data_in_1,
	input [32-1:0] logic_plane_data_in_2,
	input and_flag,
	input or_flag,
	input xor_flag,
	output [32-1:0] logic_plane_data_out,
	output logic_plane_output_vld
);
wire [32-1:0] and_result;
wire [32-1:0] or_result;
wire [32-1:0] xor_result;
assign and_result = logic_plane_data_in_1 & logic_plane_data_in_2;
assign or_result = logic_plane_data_in_1 | logic_plane_data_in_2;
assign xor_result = logic_plane_data_in_1 ^ logic_plane_data_in_2;
assign logic_plane_data_out = (and_result & {32{and_flag}}) | (or_result & {32{or_flag}}) | (xor_result & {32{xor_flag}});
assign logic_plane_output_vld = and_flag | or_flag | xor_flag;
endmodule
module u_alu_shifter (
	input [32-1:0] shifter_data_in_1,
	input [5-1:0] shifter_data_in_2,
	input right_shift,
	input logical_shift,
	output [32-1:0] shifter_data_out,
	output shifter_output_vld
);
wire [32-1:0] left_shift_result;	 
wire [32-1:0] right_shift_result;
wire [32-1:0] right_logical_shift_result;
wire [32-1:0] right_arithmetic_shift_result;
assign left_shift_result = shifter_data_in_1 << shifter_data_in_2;
assign right_arithmetic_shift_result = $signed(shifter_data_in_1) >>> shifter_data_in_2;
assign right_logical_shift_result = shifter_data_in_1 >> shifter_data_in_2;
assign right_shift_result = (logical_shift)? right_logical_shift_result : right_arithmetic_shift_result;
assign shifter_data_out = (right_shift)? right_shift_result : left_shift_result;
assign shifter_output_vld = right_shift | logical_shift;	 
endmodule
$ cat flow/run.sh
#!/bin/bash
# OpenROAD 26Q1-2900-gdf79404cd8, Yosys 0.63+post, stock flow scripts
make -C /OpenROAD-flow-scripts/flow DESIGN_CONFIG=/design/flow/config.mk WORK_HOME=/design/flow/orfs finish
==> impl_metrics.env <==
# source this file to load flow results
export IMPL_pin_count=213
export IMPL_die_h_um=148.9
export IMPL_drc=0
export IMPL_floorplan_core_util_pct=51.15
export IMPL_clockBufferCount=0
export IMPL_finalCritPeriodShare_pct=55.39
export IMPL_antenna_found_initial=0
export IMPL_critPathRequiredTime_ns=23.52
export IMPL_fin_crit_ns=16.29
export IMPL_p_leak_nw=5.662
export IMPL_gr_usage_met2_pct=60.12
export IMPL_totalNegativeSetupSlack_ns=0
export IMPL_drt_iter0_drc=1298
export IMPL_grt_max_degree=63
export IMPL_drv_slew=0
export IMPL_grt_remaining_overflow=0
export IMPL_power_frac_comb_pct=100.0
export IMPL_postRouteAntennaNets=0
export IMPL_core_rowCount=53
export IMPL_postSynthAreaPerCell_um2=7.195
export IMPL_start_kind="input port"
export IMPL_most_common_cell="nand2_1"
export IMPL_wl_per_cell_um=24.60
export IMPL_first_global_vias=11451
export IMPL_clock_fmax_mhz=61.41
export IMPL_drv_cap=0
export IMPL_ys_seq_share_pct=0
export IMPL_vias=12533
export IMPL_grt_busiest_layer="met1"
export IMPL_warnings=127
export IMPL_slew_headroom_pct=40.31
export IMPL_seq_cells=0
export IMPL_netlist_instances=1499
export IMPL_syn_area_mm2=0.01079
export IMPL_finalHoldViolations=0
export IMPL_setup_violations=0
export IMPL_fill_cells=1940
export IMPL_ir_drop_v=0.00002290
export IMPL_top_cell_area_share_pct=18.21
export IMPL_swShare_pct=56.52
export IMPL_worst_slew_pin_slew_ns=0.8872
export IMPL_dieWidth_um=148.9
export IMPL_topCellsByArea="ha_1, mux2i_1, nand2_1"
export IMPL_p_int_uw=156.4
export IMPL_layout_drive_gt1_share_pct=5.405
export IMPL_fin_cells=1903
export IMPL_grt_use_met3_pct=12.45
export IMPL_first_pass_iters=6
export IMPL_cp_arrival_ns=10.41
export IMPL_syn2layout_area_growth_pct=20.32
export IMPL_dp_hpwl_mm=37.87
export IMPL_chipArea_mm2=0.02216
export IMPL_wl_mm=46.81
export IMPL_hp_class="input port to output port"
export IMPL_status="complete, no violations"
export IMPL_common_cells="nand2_1, mux2i_1, ha_1"
export IMPL_ctsResizeCount=0
export IMPL_antenna_cells=0
export IMPL_seq_area_um2=0
export IMPL_placed_cells=1903
export IMPL_pwr_share_clk_pct=0
export IMPL_p_seq_share_pct=0
export IMPL_port_buffers=213
export IMPL_gp_congestion=1.072
export IMPL_p_per_area_mw_per_mm2=27.71
export IMPL_fp_coreArea_mm2=0.02109
export IMPL_synth_chip_area_mm2=0.01079
export IMPL_switchingPower_uw=203.3
export IMPL_vias_per_cell=6.586
export IMPL_synth_warnings=0
export IMPL_gr_usage_all_layers_pct=42.50
export IMPL_postCtsSetupBuffers=0
export IMPL_grt_pass1_wl_mm=69.03
export IMPL_path_class="input port to output port"
export IMPL_rsz0062_at_grt="no"
export IMPL_cp_max_fo=48
export IMPL_worstSetupEndpointType="output port"
export IMPL_yosys_cells=1499
export IMPL_yosysTopAreaCell="ha_1"
export IMPL_ys_types=75
export IMPL_grtUsageMet1_pct=62.16
export IMPL_hold_buffers=0
## worst paths after layout
kind                  slack (ns)                         startpoint  depth (start not counted)                   end
worst max-delay path       13.11  iex_alu_flag_general_sel_src2_rs2                         12  alu_iex_cal_data[31]
worst min-delay path       12.67                   iex_alu_pipe_vld                          3       alu_iex_bru_vld
## cells by family after synthesis
logic type | after synthesis | synth area share (%)
fa+ha+maj | 158 | 18.40
mux | 201 | 22.27
simple gates | 410 | 17.18
compound gates | 435 | 26.91
xor+xnor | 90 | 7.309
buf+inv | 205 | 7.923
## placed cells by master, fill, tap and decap left out, types with 25 or more instances in the layout
| cell type | Yosys | final |
|---|---|---|
| inv_1 | 88 | 88 |
| mux4_2 | 27 | 27 |
| o211ai_1 | 34 | 34 |
| ha_1 | 157 | 157 |
| o21ai_0 | 85 | 85 |
| buf_4 | 2 | 25 |
| nor2_1 | 87 | 87 |
| a21oi_1 | 85 | 85 |
| xnor2_1 | 59 | 59 |
| o21ai_1 | 34 | 34 |
| xor2_1 | 31 | 31 |
| mux2i_1 | 164 | 161 |
| nand3_1 | 38 | 38 |
| nand2_1 | 181 | 181 |
| clkdlybuf4s50_1 | 0 | 209 |
## routing by layer
layer	wire length [µm]	up-vias	share of wire [%]
met5	0	-	0
met4	1693	0	3.6
met3	6334	116	14
met2	19020	822	41
met1	19760	5767	42
li1	-	5828	-
## critical path: stages
cell and delay (ns):
buf_2 0.08, buf_4 0.55, mux2i_4 0.72, buf_4 0.66
mux4_2 0.60, mux2i_1 0.30, mux2i_1 0.29, o31ai_1 0.28
a21oi_1 0.18, nor4_1 0.24, o311ai_1 0.17, clkdlybuf4s50_1 0.43
## layout make-up
class / count / area, µm² / share of cell area (%)
tap: 275 / 344.1 / 2.651
inverter: 96 / 365.4 / 2.815
multi-input combinational: 1294 / 9968 / 76.81
timing repair buffer: 238 / 2300 / 17.72
## stage by stage
stage / power, mW / util [%] / setup slack [ns] / instance area, µm² / hold WS [ns]
after detailed placement: 0.3480 / 61.54 / 13.20 / 12980 / 12.67
after floorplan: 0.1969 / - / 14.33 / 10790 / 11.77
final: 0.3597 / 61.54 / 13.11 / 12980 / 12.67
after global routing: 0.3848 / 61.54 / 12.85 / 12980 / 12.72
after CTS: 0.3497 / 61.54 / 13.22 / 12980 / 12.67
after global placement: 0.3471 / 61.54 / 13.27 / 12980 / 12.67
## power groups by stage
stage | Combinational, mW | Sequential, mW | Clock (mW)
after CTS | 0.350 | 0 | 0
after global routing | 0.385 | 0 | 0
final | 0.360 | 0 | 0
Power and IR drop assume default switching activity.
