## flow/config.mk

```make
export PLATFORM = sky130hd
export DESIGN_NAME = u_idu_instBuffer
export DESIGN_NICKNAME = u_idu_instBuffer
export VERILOG_FILES = /design/flow/design.v
export SDC_FILE = /design/flow/constraint.sdc
export NUM_CORES = 4
export LEC_CHECK = 1
export CORE_UTILIZATION = 50
```

## flow/constraint.sdc

```tcl
current_design u_idu_instBuffer

set clk_period 16.9
set clk_io_pct 0.2

create_clock -name clk0 -period $clk_period [get_ports {clk}]

set non_clock_inputs [all_inputs -no_clocks]
set_input_delay [expr $clk_period * $clk_io_pct] -clock clk0 $non_clock_inputs
set_output_delay [expr $clk_period * $clk_io_pct] -clock clk0 [all_outputs]
```

## flow/design.v

```verilog
module u_idu_instBuffer (
	input						clk,
	input						rst_n,
	input						sync_start_pulse,
	input						ifu_idu_fetch_vld,
	output						idu_ifu_instBuffer_full,
	input						dispatch_vld_0,
	input						dispatch_vld_1,
	input						dispatcher_detect_exceptions_wfi,
	input						bru_flush,
	output						instBuffer_inst_vld_0,
	output						instBuffer_inst_vld_1,
	input	[32-1:0]	inst_in_0,
	input	[32-1:0]	inst_in_1,
	input	[32-1:0]		pc_in_0,
	input	[32-1:0]		pc_in_1,
	input						unalign_pc_in_0,
	input						unalign_pc_in_1,
	output	[32-1:0]	inst_out_0,
	output	[32-1:0]	inst_out_1,
	output	[32-1:0]		pc_out_0,
	output	[32-1:0]		pc_out_1,
	output						unalign_pc_out_0,
	output						unalign_pc_out_1
);
reg [32-1:0] instBuffer_inst_reg [8-1:0];
reg [32-1:0] instBuffer_pc_reg [8-1:0];
reg instBuffer_unalign_pc_reg [8-1:0];
wire instBuffer_wen;
wire [32-1:0] instBuffer_read_inst_0;
wire [32-1:0] instBuffer_read_inst_1;
wire [32-1:0] instBuffer_read_pc_0;
wire [32-1:0] instBuffer_read_pc_1;
wire instBuffer_read_unalign_pc_0;
wire instBuffer_read_unalign_pc_1;
reg [3:0] rd_ptr;
reg [3:0] wr_ptr;
wire [3:0] rd_ptr_nxt;
wire [3:0] wr_ptr_nxt;
wire [3:0] rd_ptr_plus_one;
wire [3:0] wr_ptr_plus_one;
wire buffer_clear;
wire buffer_full;
wire buffer_empty;
wire buffer_contain_one_entry;
assign buffer_clear = bru_flush | dispatcher_detect_exceptions_wfi | sync_start_pulse;
assign buffer_full = (rd_ptr[3] != wr_ptr_plus_one[3]) && (rd_ptr[3-1:0] <= wr_ptr_plus_one[3-1:0]);
assign buffer_empty = (rd_ptr == wr_ptr);
assign buffer_contain_one_entry = (rd_ptr_plus_one == wr_ptr);
assign rd_ptr_plus_one = rd_ptr + 'd1;
assign wr_ptr_plus_one = wr_ptr + 'd1;
assign rd_ptr_nxt = (buffer_clear)? 'b0 : (rd_ptr + dispatch_vld_0 + dispatch_vld_1);
assign wr_ptr_nxt = (buffer_clear)? 'b0 : (wr_ptr + {ifu_idu_fetch_vld,1'b0});
always @ (posedge clk or negedge rst_n) begin
	if(!rst_n) begin
		rd_ptr <= 'b0;
		wr_ptr <= 'b0;
	end
	else begin
		rd_ptr <= rd_ptr_nxt;
		wr_ptr <= wr_ptr_nxt;
	end
end
assign instBuffer_wen = ifu_idu_fetch_vld;
always @ (posedge clk or negedge rst_n) begin
	if(!rst_n) begin
		for(int i=0; i<8; i++) begin
			instBuffer_inst_reg[i] <= 'b0;
			instBuffer_pc_reg[i] <= 'b0;
			instBuffer_unalign_pc_reg[i] <= 'b0;
		end
	end
	else if(instBuffer_wen) begin
		instBuffer_inst_reg[wr_ptr[3-1:0]] <= inst_in_0;
		instBuffer_inst_reg[wr_ptr_plus_one[3-1:0]] <= inst_in_1;
		instBuffer_pc_reg[wr_ptr[3-1:0]] <= pc_in_0;
		instBuffer_pc_reg[wr_ptr_plus_one[3-1:0]] <= pc_in_1;
		instBuffer_unalign_pc_reg[wr_ptr[3-1:0]] <= unalign_pc_in_0;
		instBuffer_unalign_pc_reg[wr_ptr_plus_one[3-1:0]] <= unalign_pc_in_1;
	end
end
assign instBuffer_read_inst_0 = instBuffer_inst_reg[rd_ptr[3-1:0]];
assign instBuffer_read_inst_1 = instBuffer_inst_reg[rd_ptr_plus_one[3-1:0]];
assign instBuffer_read_pc_0 = instBuffer_pc_reg[rd_ptr[3-1:0]];
assign instBuffer_read_pc_1 = instBuffer_pc_reg[rd_ptr_plus_one[3-1:0]];
assign instBuffer_read_unalign_pc_0 = instBuffer_unalign_pc_reg[rd_ptr[3-1:0]];
assign instBuffer_read_unalign_pc_1 = instBuffer_unalign_pc_reg[rd_ptr_plus_one[3-1:0]];
assign inst_out_0 		= instBuffer_read_inst_0;
assign inst_out_1 		= instBuffer_read_inst_1;
assign pc_out_0 		= instBuffer_read_pc_0;
assign pc_out_1 		= instBuffer_read_pc_1;
assign unalign_pc_out_0	= instBuffer_read_unalign_pc_0;
assign unalign_pc_out_1	= instBuffer_read_unalign_pc_1;
assign instBuffer_inst_vld_0 = !buffer_empty;
assign instBuffer_inst_vld_1 = !(buffer_contain_one_entry | buffer_empty);
assign idu_ifu_instBuffer_full = buffer_full;
endmodule
```

## flow/run.sh

```bash
#!/bin/bash
# OpenROAD 26Q1-2900-gdf79404cd8, Yosys 0.63+post, stock flow scripts
make -C /OpenROAD-flow-scripts/flow DESIGN_CONFIG=/design/flow/config.mk WORK_HOME=/design/flow/orfs finish
```

==> impl_metrics.py <==
# Generated from Yosys and OpenROAD reports
metrics = {
    "status": {
        "status": "completed",
    },
    "synth": {
        "post-synth-top-count-cell": "mux2_2",
        "ys_async_sr_fraction": 1.00,
        "synth_top_area_share": 0.495,
        "postSynthSeqShare": 0.495,
        "synth_top_cell_by_area": "dfrtp_1",
        "synthTopCellsByArea": "dfrtp_1 (50%), mux2_2 (26%), a22oi_1 (5.4%)",
        "yosys_cells": 2153,
        "ys_chip_area_mm2": 0.0266,
        "synthTopCellsByCount": "mux2_2 (607), dfrtp_1 (527), a22oi_1 (190), a222oi_1 (119), nor2_1 (100)",
        "synth-edff-count": 0,
        "synth-warning-count": 4,
        "syn_area_per_cell_um2": 12.4,
        "syn_inst": 2153,
        "netlist_area_mm2": 0.0266,
        "ys_ff": 527,
        "ff_type": "dfrtp_1",
        "yosysUniqueCellTypes": 35,
    },
    "setup_path": {
        "max_stage_delay_ps": 720,
        "cp-start-kind": "flop",
        "path_class": "flop to primary output",
        "r2r_slack_ps": 13760,
        "worstPathMaxFanout": 61,
        "rr_startpoint": "wr_ptr[2]$_DFF_PN0_",
        "cp_common_cell": "buf_4",
        "rr_worst_depth": 5,
        "cp.required_ps": 13520,
        "crit_start": "rd_ptr[1]$_DFF_PN0_",
        "crit_arrival_ps": 4520,
        "crit_end": "inst_out_0[6]",
        "critPathSlowestCell": "buf_4",
        "cp-end-kind": "primary output",
        "r2r_end": "instBuffer_inst_reg[1][28]$_DFFE_PN0P_",
        "crit_path_cell_trace": "ha_4 > buf_4 > buf_4 > a2111oi_2 > buf_4 > a221o_1 > clkdlybuf4s50_1",
    },
    "routing": {
        "viasPerCell": 6.51,
        "via_count": 19821,
        "drc": 0,
        "initialDrtViolationCount": 1821,
        "drtPass1Iterations": 10,
        "drt.antenna.violating_nets": 0,
        "wl_um": 75700,
        "wl_per_cell_um": 24.9,
    },
    "die": {
        "num_io_pins": 271,
        "core_region_area_mm2": 0.0526,
        "die_x_um": 233,
        "die_height_um": 233,
        "rows": 84,
        "die-area_mm2": 0.0542,
        "fp_util": 0.507,
    },
    "layout": {
        "syn2layout_area_growth_pct": 18.6,
        "final_area_mm2": 0.0316,
        "num-fill-cells": 4126,
        "drive_above_1_share": 0.316,
    },
    "sta": {
        "fin_crit_sh": 0.468,
        "max-slew-margin-rel": 0.443,
        "holdWs_ps": 526,
        "worst_slew_pin_slew_ps": 835,
        "finalSetupTns_ps": 0,
        "fmax_mhz": 127,
        "setup_ws_ps": 9000,
        "final-max-slew-violation-count": 0,
        "grt_setup_unrepaired": "no",
        "skew_ps": 9.42,
        "min_period_ps": 7900,
        "final-setup-viol-count": 0,
        "hold_viol": 0,
    },
    "pwr": {
        "power.leakage_nw": 13.9,
        "ir_drop_v": 0.0000796,
        "fin_total_pwr_mw": 3.23,
        "power_density_mw_per_mm2": 102,
    },
    "clock_tree": {
        "cts_max_level": 2,
        "cts.clk_slew.worst_paths_ps": 60,
        "hold_buffers": 0,
        "post-cts-setup-buffers": 0,
        "cts_sinks": 527,
        "root_buffer": "clkbuf_16",
        "ctsResizeCount": 0,
        "worstSkewPairLatency_ps": 610,
        "cts_made_buffers": 58,
        "clock_path_buffers": 3,
        "cts_tree": "yes",
    },
    "global_routing": {
        "grt.total_usage": 0.295,
        "antenna_found_initial": 10,
        "grt-ovfl-total": 0,
        "grt_pass1_vias": 20057,
        "grt_pass1_wl_um": 118000,
        "grt_max_degree": 143,
    },
    "flow_run": {
        "cap_viol_max_count": 0,
        "warning_count": 35,
    },
    "worst_hold_path": {
        "hp-class": "flop to flop",
    },
    "placement": {
        "gp_congestion": 0.902,
        "place_ws_ps": 9710,
        "place_area_mm2": 0.0297,
        "io_buffer_count": 270,
        "hpwlAfterDp_um": 44100,
    },
}
per-layer routing:
metal / share of wire / GRT usage / vias to the layer above
li1: - / - / 8720
met1: 0.43 / 0.446 / 10193
met4: 0.025 / 0.0743 / 12
met3: 0.082 / 0.0808 / 125
met5: 0.00095 / 0 / -
met2: 0.46 / 0.439 / 771
power by group:
| part | leakage [nW] | total, mW | switching (mW) | internal (mW) |
|---|---|---|---|---|
| combinational | 6.14 | 0.501 | 0.189 | 0.312 |
| clock | 0.896 | 1.22 | 0.505 | 0.719 |
| sequential | 6.82 | 1.50 | 0.106 | 1.40 |
| total | 13.9 | 3.23 | 0.800 | 2.43 |
final cells by class:
type                    instances  area [µm²]  share of cell area
diodes                          5        12.5            0.000396
clock buffers                  90        1760              0.0556
clock inverters                 8        67.6             0.00214
inverters                       6        22.5            0.000713
multi-input cells            1411       12600               0.399
flip-flops and latches        527       13200               0.418
well taps                     688         861              0.0273
repair buffers                312        3060              0.0969
stage by stage:
stage                     instances  utilization
final                          3047        0.601
after global routing           3045        0.601
after CTS                      3042        0.601
after detailed placement       2944        0.566
after global placement         2944        0.566
after floorplan                2153            -
worst min-delay path by stage:
stage,from,end,slack (ps),cells past startpoint
5_1_grt,instBuffer_pc_reg[7][14]$_DFFE_PN0P_,instBuffer_pc_reg[7][14]$_DFFE_PN0P_,540,1
4_1_cts,instBuffer_inst_reg[3][20]$_DFFE_PN0P_,instBuffer_inst_reg[3][20]$_DFFE_PN0P_,530,1
6_report,instBuffer_pc_reg[6][20]$_DFFE_PN0P_,instBuffer_pc_reg[6][20]$_DFFE_PN0P_,530,1
cells by family after synthesis:
kind of cell / after synthesis / share of synthesized area
compound gates: 522 / 0.162
xor+xnor: 9 / 0.00296
fa+ha+maj: 11 / 0.00545
buf+inv: 215 / 0.0363
flops: 527 / 0.495
mux: 607 / 0.257
simple gates: 262 / 0.0417
worst max-delay path, delay by kind of cell, from the launching register on:
kind / cells / cell delay (ps)
buffers and inverters: 4 / 2100
adders and majority gates: 1 / 610
DFF: 1 / 560
AOI/OAI and AO/OA: 2 / 550
placed cells by master, fill, tap and decap left out, types with 2 or more instances in the layout:
cell	synthesis	final
mux2_2	607	607
dfrtp_1	527	526
clkdlybuf4s50_1	0	269
a22oi_1	190	190
a222oi_1	119	119
nor2_1	100	100
nand2_1	94	94
a221o_1	89	89
a21oi_1	64	64
clkbuf_16	0	61
buf_4	9	39
nand3_1	32	29
nand2b_1	27	27
a22o_1	27	27
clkbuf_1	76	17
a32oi_1	13	13
clkbuf_8	0	12
a31oi_1	11	11
inv_1	6	6
ha_1	10	6
clkinv_2	0	6
diode_2	0	5
a21o_1	4	4
and2_1	4	4
xor2_1	5	4
ha_4	0	4
xnor2_1	4	3
nand3_4	0	3
buf_12	0	3
nor3_1	2	2
Power figures rest on the tool's default switching activity, not on a simulated workload.
