### ./design.v
module u_idu_instDecode (
	input [32-1:0] inst,
	output illegal_inst,
	output wfi,
	output [32-1:0] imm_data_out,
	output inst_rs1_vld,
	output inst_rs2_vld,
	output inst_rd_vld,
	output dmem_load,		 
	output dmem_store,
	output alu_adder_sel_src1_pc,
	output alu_adder_sel_src2_rs2,
	output alu_general_sel_src2_rs2,
	output unsigned_data,
	output adder_vld,
	output adder_sub,
	output comparator_vld,
	output logical_plane_and,
	output logical_plane_or,
	output logical_plane_xor,
	output shifter_right_shift,
	output shifter_logical_shift,
	output bru_jal,
	output bru_jalr,
	output bru_bge,
	output bru_blt,
	output bru_beq,
	output bru_bne,
	output lb,	
	output lh,
	output lw,
	output sw,
	output sb,
	output sh,
	output rf_wen,
		output [8-1:0] matrix_mem_rs1_idx,
		output [8-1:0] matrix_mem_rs2_idx,
		output [8-1:0] matrix_mem_rd_idx,
		output matrix_mul_vld,
	output [5-1:0] rf_rs1_idx,
	output [5-1:0] rf_rs2_idx,
	output [5-1:0] rf_rd_idx
);
wire [6:0] opcode;
wire [2:0] funct3;
wire [6:0] funct7;
wire s_type;
wire r_type;
wire i_type;
wire j_type;
wire b_type;
wire u_type;
wire [32-1:0] s_type_imm;
wire [32-1:0] i_type_imm;
wire [32-1:0] j_type_imm;
wire [32-1:0] b_type_imm;
wire [32-1:0] u_type_imm;
wire lui;
wire auipc;
wire jal;
wire jalr;
wire jalr_inst;
wire branch;
wire load;
wire store;
wire imm_arith;
wire arith;
wire opcode_illegal;
wire branch_illegal;
wire jalr_illegal;
wire load_illegal;
wire store_illegal;
wire imm_arith_illegal;
wire arith_illegal;
wire bgeu;
wire bltu;
wire bge;
wire blt;
wire beq;
wire bne;
wire addi;
wire slti;
wire sltiu;
wire xori;
wire ori;
wire andi;
wire slli;
wire srli;
wire srai;
wire add;
wire sub;
wire sll;
wire slt;
wire sltu;
wire srl;
wire sra;
wire xor_inst;
wire or_inst;
wire and_inst;
wire lb_inst;
wire lh_inst;
wire lbu;
wire lhu;
wire alphaTensor_vld;
wire exceptions_inst;
assign rf_rs1_idx	= inst[19:15];
assign rf_rs2_idx	= inst[24:20];
assign rf_rd_idx	= inst[11:7];
	assign matrix_mem_rs1_idx = {funct7[2:0],rf_rs1_idx};
	assign matrix_mem_rs2_idx = {funct7[5:3],rf_rs2_idx};
	assign matrix_mem_rd_idx = {funct3,rf_rd_idx};
assign opcode	= inst[6:0];
assign funct3	= inst[14:12];
assign funct7	= inst[31:25];
assign lui 				= (opcode == 7'b0110111);
assign auipc 			= (opcode == 7'b0010111);
assign jal 				= (opcode == 7'b1101111);
assign jalr				= (opcode == 7'b1100111);
assign branch   		= (opcode == 7'b1100011);
assign load				= (opcode == 7'b0000011);
assign store			= (opcode == 7'b0100011);
assign imm_arith		= (opcode == 7'b0010011);
assign arith 			= (opcode == 7'b0110011);
assign opcode_illegal	= ~(exceptions_inst | lui | auipc | jal | jalr | branch | load | store | imm_arith | arith);
assign jalr_inst		= jalr & (funct3 == 3'b000);
assign jalr_illegal		= jalr & ~(funct3 == 3'b000);
assign beq				= branch & (funct3 == 3'b000);
assign bne				= branch & (funct3 == 3'b001);
assign blt				= branch & (funct3 == 3'b100);
assign bge				= branch & (funct3 == 3'b101);
assign bltu				= branch & (funct3 == 3'b110);
assign bgeu				= branch & (funct3 == 3'b111);
assign branch_illegal	= branch & ~((funct3 == 3'b000)|(funct3 == 3'b001)|(funct3 == 3'b100)|(funct3 == 3'b101)|(funct3 == 3'b110)|(funct3 == 3'b111));
assign bru_jal			= jal;
assign bru_jalr			= jalr_inst;
assign bru_beq			= beq;
assign bru_bne			= bne;
assign bru_blt			= blt | bltu;
assign bru_bge			= bge | bgeu;
assign lb_inst				= load & (funct3 == 3'b000);
assign lh_inst				= load & (funct3 == 3'b001);
assign lw				= load & (funct3 == 3'b010);
assign lbu				= load & (funct3 == 3'b100);
assign lhu				= load & (funct3 == 3'b101);
assign load_illegal		= load & ~((funct3 == 3'b000)|(funct3 == 3'b001)|(funct3 == 3'b010)|(funct3 == 3'b100)|(funct3 == 3'b101));
assign sb				= store & (funct3 == 3'b000);
assign sh				= store & (funct3 == 3'b001);
assign sw				= store & (funct3 == 3'b010);
assign store_illegal	= store & ~((funct3 == 3'b000)|(funct3 == 3'b001)|(funct3 == 3'b010));
assign addi				= imm_arith & (funct3 == 3'b000);
assign slti				= imm_arith & (funct3 == 3'b010);
assign sltiu			= imm_arith & (funct3 == 3'b011);
assign xori				= imm_arith & (funct3 == 3'b100);
assign ori				= imm_arith & (funct3 == 3'b110);
assign andi				= imm_arith & (funct3 == 3'b111);
assign slli				= imm_arith & (funct3 == 3'b001) & (funct7 == 7'b0000000);
assign srli				= imm_arith & (funct3 == 3'b101) & (funct7 == 7'b0000000);
assign srai				= imm_arith & (funct3 == 3'b101) & (funct7 == 7'b0100000);
assign slli_illegal			= imm_arith & (funct3 == 3'b001) & (funct7 != 7'b0000000);
assign srali_illegal			= imm_arith & (funct3 == 3'b101) & (funct7 != 7'b0000000) & (funct7 != 7'b0100000);  
assign imm_arith_illegal = srali_illegal | slli_illegal;
assign add				= arith & (funct3 == 3'b000) & (funct7 == 7'b0000000);
assign sub				= arith & (funct3 == 3'b000) & (funct7 == 7'b0100000);
assign sll				= arith & (funct3 == 3'b001) & (funct7 == 7'b0000000);
assign slt				= arith & (funct3 == 3'b010) & (funct7 == 7'b0000000);
assign sltu				= arith & (funct3 == 3'b011) & (funct7 == 7'b0000000);
assign xor_inst			= arith & (funct3 == 3'b100) & (funct7 == 7'b0000000);
assign srl				= arith & (funct3 == 3'b101) & (funct7 == 7'b0000000);
assign sra				= arith & (funct3 == 3'b101) & (funct7 == 7'b0100000);
assign or_inst			= arith & (funct3 == 3'b110) & (funct7 == 7'b0000000);
assign and_inst			= arith & (funct3 == 3'b111) & (funct7 == 7'b0000000);
assign arith_illegal			= arith & (~((funct7 == 7'b0100000)|(funct7 == 7'b0000000)) | ((funct7 == 7'b0100000) & ~((funct3 == 3'b000)|(funct3 == 3'b101))));
assign unsigned_data			= bltu | bgeu | sltiu | sltu | lbu | lhu;
assign adder_vld				= lui | auipc | lb_inst | lh_inst | lw | lbu | lhu | addi | add | sub;  
assign adder_sub				= sub;
assign comparator_vld			= slt | sltu | slti | sltiu;
assign logical_plane_and		= and_inst | andi;
assign logical_plane_or			= or_inst | ori;
assign logical_plane_xor		= xor_inst | xori | beq | bne;  
assign shifter_right_shift		= sra | srl | srai | srli;
assign shifter_logical_shift	= srl | sll | srli | slli;
assign alu_adder_sel_src1_pc	= auipc | branch | jal;
assign alu_adder_sel_src2_rs2 	= r_type;
assign alu_general_sel_src2_rs2	= r_type | branch;
assign dmem_load				= lb_inst | lh_inst | lw | lbu | lhu;
assign dmem_store				= sb | sh | sw;
assign lb					= lb_inst | lbu;
assign lh					= lh_inst | lhu;
	assign matrix_mul_vld = alphaTensor_vld;
assign wfi						= (inst == 32'b00010000010100000000000001110011);
	assign alphaTensor_vld		= (opcode == 7'b1000001);
	assign exceptions_inst 		= wfi | alphaTensor_vld;
assign s_type		= store;
assign b_type		= branch;
assign j_type		= jal;
assign i_type		= imm_arith | jalr | load;
assign r_type		= arith;
assign u_type		= lui | auipc;
assign inst_rs1_vld	= s_type | b_type | i_type | r_type;
assign inst_rs2_vld	= r_type | b_type | s_type;
assign inst_rd_vld	= rf_wen;
assign rf_wen		= (u_type | j_type | i_type | r_type) & (rf_rd_idx != 'b0);
assign i_type_imm	= {{32-1-10{inst[31]}},inst[30:21],inst[20]};
assign s_type_imm	= {{32-1-10{inst[31]}},inst[30:25],inst[11:7]};
assign b_type_imm	= {{32-1-11{inst[31]}},inst[7],inst[30:25],inst[11:8],1'b0}; 
assign u_type_imm	= {inst[31:12],{12{1'b0}}};
assign j_type_imm	= {{32-1-19{inst[31]}},inst[19:12],inst[20],inst[30:21],1'b0}; 
assign imm_data_out	= {32{i_type}} & i_type_imm | {32{s_type}} & s_type_imm | {32{b_type}} & b_type_imm | {32{u_type}} & u_type_imm | {32{j_type}} & j_type_imm;
assign illegal_inst	= opcode_illegal | branch_illegal | jalr_illegal | load_illegal | store_illegal | imm_arith_illegal | arith_illegal;
endmodule
### ./run.sh
#!/bin/bash
# OpenROAD 26Q1-2900-gdf79404cd8, Yosys 0.63+post, stock flow scripts
make -C /OpenROAD-flow-scripts/flow DESIGN_CONFIG=/design/flow/config.mk WORK_HOME=/design/flow/orfs finish
### ./config.mk
export PLATFORM = sky130hd
export DESIGN_NAME = u_idu_instDecode
export DESIGN_NICKNAME = u_idu_instDecode
export VERILOG_FILES = /design/flow/design.v
export SDC_FILE = /design/flow/constraint.sdc
export NUM_CORES = 4
export LEC_CHECK = 1
export CORE_AREA = 10 10 81 81
export DIE_AREA = 0 0 91 91
### ./constraint.sdc
current_design u_idu_instDecode

set clk_period 4.8
set clk_io_pct 0.2

create_clock -name clk0 -period $clk_period

set non_clock_inputs [all_inputs -no_clocks]
set_input_delay [expr $clk_period * $clk_io_pct] -clock clk0 $non_clock_inputs
set_output_delay [expr $clk_period * $clk_io_pct] -clock clk0 [all_outputs]
==> results_dict.tcl <==
# implementation run metrics
set metrics [dict create \
    syn_avg_cell_area_um2 6.40 \
    ys_chip_area_um2 1310 \
    ys_types 45 \
    tns_ns 0 \
    gp_congestion 0.923 \
    crit_path_end_kind "primary output" \
    path_class "input pin to primary output" \
    logic_area_um2 907 \
    register_area_um2 0 \
    layout.cells.most_common "clkdlybuf4s50_1" \
    grtUsageTotal_pct 14.9 \
    maxSlewHeadroom_pct 65.6 \
    period_minus_slack_ns 4.47 \
    cp_max_fo 11 \
    num_vias 1782 \
    slowest_stage "clkdlybuf4s50_1" \
    ys_warn_count 2 \
    crit_path_frequent_cell "clkdlybuf4s50_1" \
    finalPower_uw 126 \
    p_leak_nw 1.02 \
    crit_family "buffers and inverters" \
    fmax_mhz 224 \
    drive_gt1_share_pct 5.44 \
    ir_worst_vdd_mv 0.0215 \
    postCtsSetupRepairBufs 0 \
    path_cells "clkdlybuf4s50_1 > nand3b_1 > buf_4 > or3_1 > nor2_2 > a21o_1 > clkdlybuf4s50_1" \
    route.detailed.drc 0 \
    finalCritPeriodShare_pct 93.0 \
    tightest_slew_ns 0.510 \
    setup_viol 0 \
    grt_max_degree 16 \
    die_h_um 91 \
    chip_area_um2 8280 \
    final_layout_top_logic_cells "clkdlybuf4s50_1, nor2_1, a21o_1" \
    rsz0062_at_grt "no" \
    path_buffers 3 \
    warnings 32 \
    core_area_um2 4820 \
    syn-cell-area_um2 1310 \
    drv_slew 0 \
    num_rows 25 \
    flops 0 \
    ys_seq_share_pct 0 \
    synthCells 204 \
    grt-ovfl-total 0 \
    fp.dieW_um 91 \
    dp_hpwl_mm 5.62 \
    max_stage_delay_ns 0.50 \
    cts-resized-gates 0 \
    wl_per_cell_um 18.3 \
    grt_pass1_vias 1887 \
    diodes 0 \
    fp_util_pct 27.1 \
    pin_count 136 \
    nFillCells 495 \
    antenna_found_initial 0 \
    drtIter0Drc 135 \
    io_buffers 136 \
    hold_viol 0 \
    clkbuf_count 0 \
    via_per_inst 4.94 \
    drt-pass1-iter-count 4 \
    wirelength_mm 6.62 \
    cap_violations 0 \
    min_path_type "input pin to primary output" \
    hold_buffers 0 \
    ys_cells 204 \
    cp.arrival_ns 3.51 \
    crit_required_ns 3.84 \
    p_per_area_nw_per_um2 51.7 \
    area_delta_synth_final_pct 86.9 \
    grt_first_pass_wirelength_mm 10.3 \
    startpoint_type "input pin" \
    ant_nets 0 \
    status "finished clean" \
]
Yosys cell counts, types with 2 or more instances:
library cell	n	area share (%)
a2111oi_0	2	1.3
a211oi_1	2	1.2
a21o_1	20	12
a21oi_1	5	1.9
a22o_1	4	2.7
a31oi_1	2	0.96
and2_1	7	3.4
buf_2	6	2.3
buf_4	40	23
clkbuf_1	6	1.7
inv_1	9	2.6
nand2_1	12	3.5
nand2b_1	6	2.9
nand3_1	4	1.5
nand3b_1	2	1.2
nand4b_1	2	1.3
nor2_1	21	6.0
nor3_1	9	3.5
nor4_1	5	2.4
nor4b_1	3	2.0
o21ai_0	2	0.77
or3_1	8	3.8
or4_1	5	2.9
power breakdown:
group | internal [mW] | total (mW) | switching [mW]
registers | 0 | 0 | 0
logic | 0.0784 | 0.126 | 0.0476
clock network | 0 | 0 | 0
stage by stage:
stage / util [%] / setup WS (ns) / instance area [um2] / hold WS, ns / std cells
6_report: 50.6 / 0.335 / 2440 / 2.81 / 361
5_1_grt: 50.6 / 0.136 / 2440 / 2.85 / 361
4_1_cts: 50.6 / 0.319 / 2440 / 2.82 / 361
3_5_place_dp: 50.6 / 0.326 / 2440 / 2.81 / 361
3_3_place_gp: 50.6 / 0.314 / 2440 / 2.80 / 361
2_1_floorplan: - / 1.62 / 1310 / 1.93 / 204
path summary, 6_finish.rpt:
| check | slack (ns) | depth (start not counted) | start | endpoint |
|---|---|---|---|---|
| setup / recovery | 0.33 | 7 | inst[3] | imm_data_out[12] |
| hold / removal | 2.81 | 2 | inst[15] | rf_rs1_idx[0] |
layout make-up:
cell class | count | share of cell area, %
multi-input cells | 142 | 37.2
inverters | 9 | 1.39
well taps | 67 | 3.44
repair buffers | 143 | 58.0
cells by family after synthesis:
group	count (synthesis)	share of synthesized area, %
multiplexers	2	2.01
buffers and inverters	62	30.5
AND-OR/OR-AND	47	27.5
AND/OR/NAND/NOR	93	40.0
routing by layer:
layer  GRT usage, %  up-vias  wire length (um)
li1               -      877                 -
met2           25.8       84              3190
met1           17.8      821              2730
met5              0        -                 0
met4          0.131        0                 0
met3           6.06        0               698
Power and IR drop assume default switching activity.
