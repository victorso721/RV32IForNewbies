==> flow/design.v <==
module u_lsu_load_data_selector (
	input lb,
	input lh,
	input lw,
	input unsigned_data,
	input [4-1:0] addr,
	input [128-1:0] rd_data,
	output [32-1:0] selected_dmem_data
);
reg [7:0] byte_selected_data;
reg [15:0] half_word_selected_data;
reg [31:0] word_selected_data; 
wire [31:0] lb_data;
wire [31:0] lh_data;
wire [31:0] lw_data;
wire [1:0] lw_addr;
wire [2:0] lh_addr;
wire [3:0] lb_addr;
assign lw_addr = addr[3:2];
assign lh_addr = addr[3:1];
assign lb_addr = addr[3:0];
always @(*) begin
	case(lw_addr)
		'd0: word_selected_data <= rd_data[31:0];
		'd1: word_selected_data <= rd_data[63:32];
		'd2: word_selected_data <= rd_data[95:64];
		'd3: word_selected_data <= rd_data[127:96];
	endcase
end
always @(*) begin
	case(lh_addr)
		'd0: half_word_selected_data <= rd_data[15:0];
		'd1: half_word_selected_data <= rd_data[31:16];
		'd2: half_word_selected_data <= rd_data[47:32];
		'd3: half_word_selected_data <= rd_data[63:48];
		'd4: half_word_selected_data <= rd_data[79:64];
		'd5: half_word_selected_data <= rd_data[95:80];
		'd6: half_word_selected_data <= rd_data[111:96];
		'd7: half_word_selected_data <= rd_data[127:112];
	endcase
end
always @(*) begin
	case(lb_addr)
		'd0: byte_selected_data <= rd_data[7:0];
		'd1: byte_selected_data <= rd_data[15:8];
		'd2: byte_selected_data <= rd_data[23:16];
		'd3: byte_selected_data <= rd_data[31:24];
		'd4: byte_selected_data <= rd_data[39:32];
		'd5: byte_selected_data <= rd_data[47:40];
		'd6: byte_selected_data <= rd_data[55:48];
		'd7: byte_selected_data <= rd_data[63:56];
		'd8: byte_selected_data <= rd_data[71:64];
		'd9: byte_selected_data <= rd_data[79:72];
		'd10: byte_selected_data <= rd_data[87:80];
		'd11: byte_selected_data <= rd_data[95:88];
		'd12: byte_selected_data <= rd_data[103:96];
		'd13: byte_selected_data <= rd_data[111:104];
		'd14: byte_selected_data <= rd_data[119:112];
		'd15: byte_selected_data <= rd_data[127:120];
	endcase
end
assign lh_data = {{16{!unsigned_data & half_word_selected_data[15]}}, half_word_selected_data};
assign lb_data = {{24{!unsigned_data & byte_selected_data[7]}}, byte_selected_data};
assign lw_data = word_selected_data;
assign selected_dmem_data = {{32{lw}} & lw_data} | {{32{lh}} & lh_data} | {{32{lb}} & lb_data};
endmodule
module u_lsu (
	input							clk,
	input							rst_n,
	input	[32-1:0]			iex_lsu_pc,
	input							iex_lsu_pipe_vld,
	input	[5-1:0]		iex_lsu_rd,
	input							iex_lsu_is_load,
	input							iex_lsu_rd_vld,
	input							iex_lsu_rf_wen,
	input	[32-1:0]		iex_lsu_cal_data,
	input	[32-1:0]		iex_lsu_dmem_wr_data,		 
	input	[32-1:0]		iex_lsu_dmem_addr,			 
	input							iex_lsu_dmem_ren,			 
	input							iex_lsu_flag_unsigned_data,
	input							iex_lsu_flag_dmem_lb,
	input							iex_lsu_flag_dmem_lh,
	input							iex_lsu_flag_dmem_lw,
	input							iex_lsu_flag_dmem_sw,		 
	input							iex_lsu_flag_dmem_sb,		 
	input							iex_lsu_flag_dmem_sh,		 
	output	[32-1:0]			lsu_rf_pc,
	output							lsu_rf_pipe_vld,
	output	[5-1:0]		lsu_rf_rd,
	output							lsu_rf_wen,
	output	[32-1:0]		lsu_rf_wr_data,
	output	[32-1:0]		lsu_idu_byp_data,
	output	[5-1:0]		lsu_idu_rd,
	output							lsu_idu_pipe_vld,
	output							lsu_idu_rd_vld,
	output							lsu_idu_is_load,
	output	[128-1:0]	lsu_dmem_extended_wen,
	output	[128-1:0]	lsu_dmem_extended_wr_data,
	output							lsu_dmem_ren,				 
	input	[128-1:0]	dmem_lsu_rd_data
);
wire	[32-1:0]	selected_dmem_data;
wire	[32-1:0]	path_selected_data;
reg		[32-1:0]	lsu_rf_wr_data_reg;
reg		[32-1:0]		lsu_rf_pc_reg;
reg							lsu_rf_pipe_vld_reg;
reg		[5-1:0]	lsu_rf_rd_reg;
reg							lsu_rf_wen_reg;
assign path_selected_data = (iex_lsu_is_load)? selected_dmem_data : iex_lsu_cal_data;
u_lsu_load_data_selector load_data_selector(
	.lb					(iex_lsu_flag_dmem_lb),
	.lh					(iex_lsu_flag_dmem_lh),
	.lw					(iex_lsu_flag_dmem_lw),
	.unsigned_data		(iex_lsu_flag_unsigned_data),
	.addr				(iex_lsu_cal_data[4-1:0]),
	.rd_data			(dmem_lsu_rd_data),
	.selected_dmem_data	(selected_dmem_data)
);
u_lsu_store_data_extensor store_data_extensor(
	.sb					(iex_lsu_flag_dmem_sb),
	.sh					(iex_lsu_flag_dmem_sh),
	.sw					(iex_lsu_flag_dmem_sw),
	.addr				(iex_lsu_dmem_addr[4-1:0]),
	.wr_data			(iex_lsu_dmem_wr_data),
	.extended_wr_data	(lsu_dmem_extended_wr_data),
	.extended_wen		(lsu_dmem_extended_wen)
);
assign	lsu_rf_wr_data	=	lsu_rf_wr_data_reg;
assign	lsu_rf_pc		=	lsu_rf_pc_reg;
assign	lsu_rf_pipe_vld	=	lsu_rf_pipe_vld_reg;
assign	lsu_rf_rd		=	lsu_rf_rd_reg;
assign	lsu_rf_wen		=	lsu_rf_wen_reg;
always @(posedge clk or negedge rst_n) begin
	if(!rst_n) begin
		lsu_rf_pipe_vld_reg	<=	'b0;
	end
	else begin
		lsu_rf_pipe_vld_reg	<=	iex_lsu_pipe_vld;
	end
end
always @(posedge clk or negedge rst_n) begin
	if(!rst_n) begin
		lsu_rf_wr_data_reg	<=	'b0;
		lsu_rf_pc_reg		<=	'b0;
		lsu_rf_rd_reg		<=	'b0;
		lsu_rf_wen_reg		<=	'b0;
	end
	else if(iex_lsu_pipe_vld) begin
		lsu_rf_wr_data_reg	<=	path_selected_data;
		lsu_rf_pc_reg		<=	iex_lsu_pc;
		lsu_rf_rd_reg		<=	iex_lsu_rd;
		lsu_rf_wen_reg		<=	iex_lsu_rf_wen;
	end
end
assign	lsu_idu_byp_data	=	iex_lsu_cal_data;  
assign	lsu_idu_rd			=	iex_lsu_rd;
assign	lsu_idu_rd_vld		=	iex_lsu_rd_vld;
assign	lsu_idu_pipe_vld 	=	iex_lsu_pipe_vld;
assign	lsu_idu_is_load 	=	iex_lsu_is_load;	
assign lsu_dmem_ren = iex_lsu_dmem_ren;
endmodule
module u_lsu_store_data_extensor (
	input sb,
	input sh,
	input sw,
	input [4-1:0] addr,
	input [32-1:0] wr_data,
	output [128-1:0] extended_wr_data,
	output [128-1:0] extended_wen
);
wire [128-1:0] sb_wr_data;
wire [128-1:0] sh_wr_data;
wire [128-1:0] sw_wr_data;
reg [128-1:0] sb_wr_en;
reg [128-1:0] sh_wr_en;
reg [128-1:0] sw_wr_en;
wire sw_en_bit;
wire sh_en_bit;
wire sb_en_bit;
wire [1:0] sw_addr;
wire [2:0] sh_addr;
wire [3:0] sb_addr;
assign sw_en_bit = sw ;
assign sb_en_bit = sb ;
assign sh_en_bit = sh ;
assign sw_addr = addr[3:2];	
assign sh_addr = addr[3:1];	
assign sb_addr = addr[3:0];	
always @ (*) begin
	case(sw_addr)
		'd0: sw_wr_en = {96'd0,{32{sw_en_bit}}};
		'd1: sw_wr_en = {64'd0,{32{sw_en_bit}},32'd0};
		'd2: sw_wr_en = {32'd0,{32{sw_en_bit}},64'd0};
		'd3: sw_wr_en = {{32{sw_en_bit}},96'd0};
	endcase
end
assign sw_wr_data = {4{wr_data}};
always @ (*) begin
	case(sh_addr)
		'd0: sh_wr_en = {112'd0,{16{sh_en_bit}}};
		'd1: sh_wr_en = {96'd0,{16{sh_en_bit}},16'd0};
		'd2: sh_wr_en = {80'd0,{16{sh_en_bit}},32'd0};
		'd3: sh_wr_en = {64'd0,{16{sh_en_bit}},48'd0};
		'd4: sh_wr_en = {48'd0,{16{sh_en_bit}},64'd0};
		'd5: sh_wr_en = {32'd0,{16{sh_en_bit}},80'd0};
		'd6: sh_wr_en = {16'd0,{16{sh_en_bit}},96'd0};
		'd7: sh_wr_en = {{16{sh_en_bit}},112'd0};
	endcase
end
assign sh_wr_data = {8{wr_data[15:0]}};
always @ (*) begin
	case(sb_addr)
		'd0: sb_wr_en = {120'd0,{8{sb_en_bit}}};
		'd1: sb_wr_en = {112'd0,{8{sb_en_bit}},8'd0};
		'd2: sb_wr_en = {104'd0,{8{sb_en_bit}},16'd0};
		'd3: sb_wr_en = {96'd0,{8{sb_en_bit}},24'd0};
		'd4: sb_wr_en = {88'd0,{8{sb_en_bit}},32'd0};
		'd5: sb_wr_en = {80'd0,{8{sb_en_bit}},40'd0};
		'd6: sb_wr_en = {72'd0,{8{sb_en_bit}},48'd0};
		'd7: sb_wr_en = {64'd0,{8{sb_en_bit}},56'd0};
		'd8: sb_wr_en = {56'd0,{8{sb_en_bit}},64'd0};
		'd9: sb_wr_en = {48'd0,{8{sb_en_bit}},72'd0};
		'd10: sb_wr_en = {40'd0,{8{sb_en_bit}},80'd0};
		'd11: sb_wr_en = {32'd0,{8{sb_en_bit}},88'd0};
		'd12: sb_wr_en = {24'd0,{8{sb_en_bit}},96'd0};
		'd13: sb_wr_en = {16'd0,{8{sb_en_bit}},104'd0};
		'd14: sb_wr_en = {8'd0,{8{sb_en_bit}},112'd0};
		'd15: sb_wr_en = {{8{sb_en_bit}},120'd0};
	endcase
end
assign sb_wr_data = {16{wr_data[7:0]}};
assign extended_wr_data = {{128{sw}} & sw_wr_data} | {{128{sh}} & sh_wr_data} | {{128{sb}} & sb_wr_data};
assign extended_wen = sw_wr_en | sh_wr_en | sb_wr_en;
endmodule
==> flow/run.sh <==
#!/bin/bash
# OpenROAD 26Q1-2900-gdf79404cd8, Yosys 0.63+post, stock flow scripts
make -C /OpenROAD-flow-scripts/flow DESIGN_CONFIG=/design/flow/config.mk WORK_HOME=/design/flow/orfs finish
==> flow/config.mk <==
export PLATFORM = sky130hd
export DESIGN_NAME = u_lsu
export DESIGN_NICKNAME = u_lsu
export VERILOG_FILES = /design/flow/design.v
export SDC_FILE = /design/flow/constraint.sdc
export NUM_CORES = 4
export LEC_CHECK = 1
export CORE_AREA = 10 10 252 252
export DIE_AREA = 0 0 262 262
==> flow/constraint.sdc <==
current_design u_lsu

set clk_period 1.7
set clk_io_pct 0.2

create_clock -name clk0 -period $clk_period [get_ports {clk}]

set non_clock_inputs [all_inputs -no_clocks]
set_input_delay [expr $clk_period * $clk_io_pct] -clock clk0 $non_clock_inputs
set_output_delay [expr $clk_period * $clk_io_pct] -clock clk0 [all_outputs]
==> Changelog: implementation <==
### Implementation results

* #FFs+latches synth at 71
* Hold/Removal Path Class: input pin to register
* Slew Limit Fails at 0
* Synthesized area per cell at 8.997 um^2
* Cell count in the Yosys report at 872
* 1st-pass router iterations at 5
* CP required at 1360 ps
* CTS tree: built
* Pre-CTS WS at -975.5 ps
* Mapped Cells at 872
* Failing checks: negative setup slack
* Asr flop ratio synth at 100.0%
* Clock Path Buffers at 2
* OpenROAD warnings at 56
* Insertion Delay late pin at 330 ps
* Mapped Area at slightly below 0.008 mm^2
* Area grow syn2layout at 101.7%
* PnR worst setup slack at -149.5 ps
* Final Cell Area at 0.01582 mm^2
* Commonest Layout Cell: clkdlybuf4s50_1
* Root buffer cell: clkbuf_16
* Yosys chip area at 0.007845 mm^2
* Final Util at 27.37%
* Pin count of the biggest net entering global routing at between 40 and 50
* CTS buffer count at 9
* Run status: complete, but fails checks
* First-pass GRT wire length at 63740 um
* Fmax at 540.7 MHz
* Initial antenna violation count at 4
* Critical Path Max Stage Delay at 260 ps
* Antenna Nets Post-Route at 0
* Initial core utilization at 13.57%
* CP cell instances: buf_8 -> a21o_1 -> a21oi_4 -> nor3_4 -> buf_12 -> buf_4 -> buf_6 -> buf_2
* Synth Flop Type: dfrtp_1
* Max Cap Viol at 0
* Num rows at 88
* Final min period at 1850 ps
* WL/cell at 20.74 um
* Leak at 0.007214 uW
* Setup violators final at 101
* Post-Route WL at 46140 um
* H-Tree Depth at 3
* Post-route clock period utilization at 108.8%
* CORE AREA at just under 0.06 mm^2
* Final Hold Viols at 0
* Die area at 0.06864 mm^2
* Clk_skew at 0 ps
* PnR Total Power at 8016 uW
* Unrepaired setup endpoints after global routing: true
* Yosys warns at 3
* Share of cells above drive strength 1 at a little over two fifths
* DP HPWL at 37760 um
* Arr. time, crit path at 1510 ps
* GR Util All Layers at 12.53%
* Slowest-stage cell, CP: a21oi_4
* I/O pins at ~640
* GP Congestion at 0.8770
* DRC violations left at 0
* Die H at about 260 um
* Die X at 262 um
* Worst-path maximum fanout at 5
* Unique cell type count in the Yosys netlist at 58
* PortBufs at ~610
* Routed vias/inst at 3.935
* Critical path launch point type: input pin
* Seq share, synth at between 20 and 25%
* Area after DPL at about 0.014 mm^2
* Critical Path Sink Type: primary output
* Global route overflow at 0
* Slew @ Worst Pin at ~480 ps
* Worst slew margin at just under 70%
* WS Path Type: input pin to primary output
* Post-synth EDFFs at 0
* Register clock-pin slew on the reported worst setup and hold paths at roughly 50 ps
* R2r setup slk at 630 ps
* Power density cells at 506.6 mW/mm^2
* Starting DRT DRC Count at 402
* Clk sinks at between 70 and 80
* Via count at 8756
* Number of global-route vias before repair at between 8000 and 9000
* Most instantiated logic cells after routing: clkdlybuf4s50_1 (255), buf_4 (189), dlygate4sd2_1 (96)
* Maximum vdd drop at 420.7 uV
==> synth_stat cells (2+ instances only) <==
library cell / instances / area share [%]
nand4b_1: 2 / 0.22
buf_4: 254 / 24
mux2i_1: 13 / 1.7
a32o_1: 2 / 0.26
a221oi_2: 10 / 1.9
o21a_1: 6 / 0.57
a22o_1: 19 / 2.1
o221ai_1: 5 / 0.56
a222oi_1: 9 / 1.1
a221o_1: 2 / 0.26
a21oi_1: 27 / 1.7
a211oi_1: 7 / 0.67
a21o_1: 2 / 0.19
mux4_2: 34 / 9.8
o2111a_1: 7 / 1.0
o31ai_1: 2 / 0.19
and3_1: 3 / 0.24
nand2_1: 46 / 2.2
nor3_1: 8 / 0.51
o21bai_1: 3 / 0.29
clkbuf_1: 35 / 1.7
nand2b_1: 8 / 0.64
nand3_1: 6 / 0.38
dfrtp_1: 71 / 23
nor2b_1: 17 / 1.4
or2_2: 2 / 0.16
and3b_1: 2 / 0.22
inv_1: 21 / 1.0
buf_2: 17 / 1.1
nor2_1: 70 / 3.3
o211ai_1: 12 / 1.1
mux2_2: 53 / 7.6
buf_6: 6 / 0.86
and2_1: 2 / 0.16
a31oi_1: 6 / 0.48
o21ai_0: 33 / 2.1
nor3b_1: 2 / 0.19
a22oi_1: 6 / 0.57
a221oi_1: 13 / 1.5
o22ai_1: 10 / 0.80
buf_1: 2 / 0.096
==> layer usage <==
| layer | global-route usage [%] | up-vias | share of wire [%] | wire, um |
|---|---|---|---|---|
| met1 | 17.45 | 4280 | 44 | 20110 |
| met4 | 1.229 | 6 | 1.2 | 531 |
| li1 | - | 4061 | - | - |
| met5 | 0 | - | 0.074 | 34 |
| met3 | 3.917 | 35 | 8.1 | 3756 |
| met2 | 19.56 | 374 | 47 | 21710 |
==> repair_timing <==
action,in CTS,in global routing
endpoints found under the hold margin,25,0
cloned,5,2
gates resized,785,219
pin swaps,66,50
endpoints found under the setup margin,299,240
hold buffers,2,0
buffers inserted,81,25
==> where the power goes <==
group	internal [uW]	total (uW)	leakage, uW	switching [uW]
Combinational	2490	4000	0.00624	1520
Clock	1260	2000	0.000155	744
Sequential	1890	2010	0.000820	116
Total	5640	8020	0.00721	2380
==> layout make-up <==
class                      count  area [um^2]
fill                        5928        41980
multi-input combinational    465         4329
timing repair buffer         886         8357
inverter                      21        78.83
tap                          765        957.2
sequential                    71         1779
clock inverter                 4        51.30
antenna                        1        2.502
clock buffer                  12        266.5
==> path summary, 6_finish.rpt <==
check | start | cells past startpoint | to
worst min-delay path | iex_lsu_cal_data[12] | 4 | lsu_rf_wr_data_reg[12]
worst min register to register | lsu_rf_rd_reg[0] | 1 | lsu_rf_rd_reg[0]
min in group asynchronous | rst_n | 3 | lsu_rf_pc_reg[8]
worst max-delay path | iex_lsu_flag_dmem_sb | 8 | lsu_dmem_extended_wen[5]
max in group asynchronous | rst_n | 3 | lsu_rf_wr_data_reg[6]
worst max register to register | lsu_rf_wr_data_reg[5] | 4 | lsu_rf_wr_data_reg[5]
==> critical path, delay by kind of cell <==
family                 cells  cell delay, ps
AND-OR/OR-AND              2             490
AND/OR/NAND/NOR            1              80
buffers and inverters      5             610
==> stage by stage <==
step | std cells | setup TNS [ps] | hold slack (ps)
2_1_floorplan | 872 | -6920 | 44.41
3_3_place_gp | 2107 | -207730 | 280.4
3_5_place_dp | 2107 | -210650 | 279.9
4_1_cts | 2209 | -6651 | 442.6
5_1_grt | 2225 | -12500 | 509.9
6_report | 2225 | -7041 | 491.1
==> cells by family (layout without fill, tap and decap cells) <==
logic type,count (synthesis),count (layout),synth area share [%]
multiplexers,100,100,19.03
flip-flops,71,71,22.65
other,0,1,0
AND-OR/OR-AND,191,191,18.74
AND/OR/NAND/NOR,174,174,10.30
buffers and inverters,336,923,29.28
Power is estimated from default activity; no workload was simulated.
