==> design.v <==
module u_ifu_2ff_synchronizer (
	input clk,
	input rst_n,
	input start_pulse,
	input [32-1:0] start_pc,
	input [2-1:0] core_configuration,
	output sync_start_pulse,
	output [32-1:0] sync_start_pc,
	output [2-1:0] sync_core_configuration
);
reg start_pulse_ff;
reg sync_start_pulse_reg;
reg [32-1:0] start_pc_ff;
reg [32-1:0] sync_start_pc_reg;
reg [2-1:0] core_configuration_ff;
reg [2-1:0] sync_core_configuration_reg;
assign sync_start_pulse			= sync_start_pulse_reg;
assign sync_start_pc			= sync_start_pc_reg;
assign sync_core_configuration	= sync_core_configuration_reg;
always @(posedge clk) begin
	if(~rst_n) begin
		start_pulse_ff <= 0;
		start_pc_ff <= 'b0;
		core_configuration_ff <= 'b0;
		sync_start_pulse_reg <= 0;
		sync_start_pc_reg <= 'b0;
		sync_core_configuration_reg <= 'b0;
	end
	else begin
		start_pulse_ff <= start_pulse & ~start_pulse_ff;	 
		start_pc_ff <= start_pc;
		core_configuration_ff <= core_configuration;
		sync_start_pulse_reg <= start_pulse_ff;
		sync_start_pc_reg <= start_pc_ff;
		sync_core_configuration_reg <= core_configuration_ff;
	end
end
endmodule
module u_ifu (
	input							clk,
	input							rst_n,
	input							start_pulse,
	input	[32-1:0]			start_pc,
	input	[2-1:0]	core_configuration,	
	input	[1:0]					core_status,
	input							idu_ifu_instBuffer_full,
	input							idu_ifu_detect_exceptions_wfi,
	input							iex_ifu_report_exceptions_wfi,
	input							iex_ifu_bru_flush,
	input	[32-1:0]			iex_ifu_bru_redir_pc,
	output							ifu_csr_start_pulse,
	output	[2-1:0]	ifu_csr_core_configuration,
	output 							ifu_idu_pipe_vld,
	output	[32-1:0] 		ifu_idu_pc_1,
	output	[32-1:0] 		ifu_idu_pc_2,
	output	[32-1:0] 		ifu_idu_inst_1,
	output	[32-1:0] 		ifu_idu_inst_2,
	output 							ifu_idu_pc_unalign_1,
	output 							ifu_idu_pc_unalign_2
);
wire							sync_start_pulse;
wire 	[32-1:0]			sync_start_pc;
wire	[2-1:0]	sync_core_configuration;
wire							bru_flush;
wire							pipe_vld;
wire							core_running;
wire	[32-1:0]			arb_res_pc_q;
reg 	[32-1:0]			arb_res_pc;
wire							is_pc_unalign;
wire	[32-1:0]		imem_ifu_inst_1;
wire	[32-1:0]		imem_ifu_inst_2;
assign bru_flush = iex_ifu_bru_flush;
u_ifu_2ff_synchronizer synchronizer(
	.clk						(clk),
	.rst_n						(rst_n),
	.start_pulse				(start_pulse),
	.start_pc					(start_pc),
	.core_configuration			(core_configuration),
	.sync_start_pulse			(sync_start_pulse),
	.sync_start_pc				(sync_start_pc),
	.sync_core_configuration	(sync_core_configuration)
);
assign ifu_csr_start_pulse = sync_start_pulse;
assign ifu_csr_core_configuration = sync_core_configuration;
assign core_running = core_status[0];
u_ifu_pc_generator pc_generator(
	.start_pulse	(sync_start_pulse),
	.bru_flush		(bru_flush),
	.start_pc		(sync_start_pc),
	.bru_redir_pc	(iex_ifu_bru_redir_pc),
	.arb_res_pc		(arb_res_pc),
	.is_pc_unalign	(is_pc_unalign),
	.arb_res_pc_q	(arb_res_pc_q)
);
always @(posedge clk) begin
	if(sync_start_pulse || bru_flush || (core_running & ~(idu_ifu_instBuffer_full | idu_ifu_detect_exceptions_wfi | iex_ifu_report_exceptions_wfi))) begin
		arb_res_pc <= arb_res_pc_q;
	end
end
u_IMem_256X32_2R1W imem(
	.clk		(clk),
	.addr		(arb_res_pc_q[(8-1+(5-3)):(5-3)]),
	.cen		(core_running | sync_start_pulse),
	.wen		(1'b0),
	.wr_data	(32'b0),
	.rd_data_1	(imem_ifu_inst_1),
	.rd_data_2	(imem_ifu_inst_2)
);
assign pipe_vld = ~(bru_flush | idu_ifu_instBuffer_full | idu_ifu_detect_exceptions_wfi | iex_ifu_report_exceptions_wfi) & core_running;
assign ifu_idu_pipe_vld 	= pipe_vld;
assign ifu_idu_pc_1 		= arb_res_pc;
assign ifu_idu_pc_2 		= arb_res_pc + 'd4;
assign ifu_idu_pc_unalign_1	= is_pc_unalign;
assign ifu_idu_pc_unalign_2	= 'b0;				 
assign ifu_idu_inst_1		= imem_ifu_inst_1;
assign ifu_idu_inst_2		= imem_ifu_inst_2;
endmodule
module u_ifu_pc_generator (
	input						start_pulse,
	input 						bru_flush,
	input [32-1:0]		start_pc,
	input [32-1:0]		bru_redir_pc,
	input [32-1:0]		arb_res_pc,
	output						is_pc_unalign,
	output [32-1:0]		arb_res_pc_q
);
reg  [32-1:0]	arb_res_pc_q_comb;
wire [1:0] pc_select;
assign pc_select = {start_pulse, ~start_pulse & bru_flush};  
assign arb_res_pc_q = arb_res_pc_q_comb;
always @(*) begin
	case(pc_select)
		2'b00: arb_res_pc_q_comb <= arb_res_pc + 'd8;	 
		2'b01: arb_res_pc_q_comb <= bru_redir_pc;
		2'b10: arb_res_pc_q_comb <= start_pc;
		default: arb_res_pc_q_comb <= arb_res_pc + 'd8;  
	endcase
end
assign is_pc_unalign = |arb_res_pc[1:0];	 
endmodule
module u_IMem_256X32_2R1W(
	input clk,
	input [8-1:0] addr,
	input cen,
	input wen,
	input [32-1:0] wr_data,
	output [32-1:0] rd_data_1,
	output [32-1:0] rd_data_2
);
reg [32-1:0] mem [256-1:0];
reg [32-1:0] rd_data_reg_1;
reg [32-1:0] rd_data_reg_2;
always @(posedge clk) begin
	if(wen & cen) begin
		mem[addr] <= wr_data;
	end
end
assign rd_data_1 = rd_data_reg_1;
assign rd_data_2 = rd_data_reg_2;
always @(posedge clk) begin
	if(!wen & cen) begin
 		rd_data_reg_1 <= mem[addr];
		rd_data_reg_2 <= mem[addr + 1];
	end
end
endmodule
==> run.sh <==
#!/bin/bash
# OpenROAD 26Q1-2900-gdf79404cd8, Yosys 0.63+post, stock flow scripts
make -C /OpenROAD-flow-scripts/flow DESIGN_CONFIG=/design/flow/config.mk WORK_HOME=/design/flow/orfs finish
==> config.mk <==
export PLATFORM = sky130hd
export DESIGN_NAME = u_ifu
export DESIGN_NICKNAME = u_ifu
export VERILOG_FILES = /design/flow/design.v
export SDC_FILE = /design/flow/constraint.sdc
export NUM_CORES = 4
export LEC_CHECK = 1
export CORE_UTILIZATION = 30
export SYNTH_MEMORY_MAX_BITS = 65536
==> constraint.sdc <==
current_design u_ifu

set clk_period 4.8
set clk_io_pct 0.2

create_clock -name clk0 -period $clk_period [get_ports {clk}]

set non_clock_inputs [all_inputs -no_clocks]
set_input_delay [expr $clk_period * $clk_io_pct] -clock clk0 $non_clock_inputs
set_output_delay [expr $clk_period * $clk_io_pct] -clock clk0 [all_outputs]
==> results_slide.txt <==
Synthesis and Place & Route Summary

Floorplanning
  • Die Wd: 132 um
  • FP Rows: 47
  • Fp util: 0.306
  • # IOs: 209
  • Core area: 0.0165 sq mm
  • Die height: 132 um
  • Chip area: 0.0174 sq mm

Yosys
  • Top cell area share: 0.277
  • Synthesized cell area: 0.00505 sq mm
  • Commonest flop: dfxtp_1
  • Synthesis area per yosys: 0.00505 sq mm
  • Ys flops: 102
  • Cell Type Count: 40
  • Yosys top cell by instances: and2_1
  • EDFF count, synth: 32
  • Warnings from Yosys: 4
  • # Cells Yosys: 526
  • Seq/Total Area, Yosys: 0.467
  • Avg Cell Area, Syn: 9.61 sq um
  • Commonest cells post-synth: and2_1, dfxtp_1, buf_4
  • Ys async rst share: 0
  • Cells after Synth: 526
  • Main area contributors: dfxtp_1, edfxtp_1, buf_4
  • Yosys top cell by area: dfxtp_1

Power
  • Leakage: 2.60 nW
  • Worst VDD drop: 0.000146 V
  • Post-layout power: 2.04 mW
  • Pwr/cell area: 305 mW/mm^2

STA
  • Fin. Hold Viols: 0
  • Headroom to the max-slew limit: 0.603
  • Clk_skew: 0.00695 ns
  • Setup TNS: 0 ns
  • Period Utilization, post-route: 0.815
  • Final hold slack: 0.425 ns
  • RSZ-0062 raised after global routing: false
  • Max Fclk: 256 MHz
  • Fin. max-slew vios: 0
  • Fin worst setup slack: 0.889 ns
  • Fin crit period: 3.91 ns
  • Setup violators final: 0
  • Worst slew pin tran: 0.595 ns

Critical path
  • R2r setup slk: 2.60 ns
  • CP arrival: 2.95 ns
  • CP required: 3.84 ns
  • Max FO, Critical Path: 10
  • Worst R2R Start: arb_res_pc[9]
  • FF-to-FF path depth: 5
  • Crit path kind: reg2out
  • FF-to-FF End: arb_res_pc[30]
  • Element type at the critical path end: primary output
  • CP Launch Type: flop
  • Worst Setup SP: arb_res_pc[4]

Worst hold path
  • HP Class: reg2reg
  • Worst Hold Path EP: synchronizer.sync_start_pc_reg[30]
  • Hold path startpoint: synchronizer.start_pc_ff[30]
  • Hold path cells: 1

Clocking
  • CTS root buffer: clkbuf_16
  • Postcts setup bufs: 0
  • Cts hold-fix bufs: 0
  • Clock tree buffer depth: 2
  • TritonCTS buffer count: 9
  • CTS tree: yes
  • H-tree Lvls: 3
  • CTS-repair resized insts: 0
  • Clock transition at path regs: 0.07 ns
  • Clock Latency Late Sink: 0.35 ns
  • CTS sink count: 102

Cells and area
  • Area Growth Syn to Fin: 32.5%
  • Post-layout util: 0.405
  • Layout cell share with drive strength beyond 1: 0.0609
  • Fill cells: 1601

Global routing
  • Largest net degree at the start of global routing: 71
  • First-pass GRT wire length: 18300 um
  • Initial antenna violation count: 0
  • Number of global-route vias before repair: 3478
  • Total gr overflow: 0
  • Total GRT Usage: 0.135

Outcome
  • Status: finished, final reports clean

Place
  • Post-place setup slack: 1.19 ns
  • IO buf count: 142
  • Gpl congestion: 0.882
  • HPWL after DPL: 8730 um

Job
  • Tool Warnings: 26
  • Max cap viols: 0

Detailed routing
  • Drt total wl: 11700 um
  • Ant. Diodes: 0
  • DRT Pass-1 Iters: 4
  • Via total after detailed routing: 3722
  • Vias/cell: 4.24
  • 1st-iter DRT viols: 263
  • Routed length per instance: 13.4 um
  • DRC viols: 0
  • Post-DRT Antenna Nets: 0
[through the flow]
stage                     instance area [sq um]  instances
after CTS                                  6700        877
after detailed placement                   6410        861
after floorplan                            5290        590
after global routing                       6700        877
after global placement                     6410        861
final                                      6700        877
[cell families after synthesis]
| family | share of synthesized area |
|---|---|
| buffers and inverters | 0.127 |
| other | 0.000742 |
| multiplexers | 0.0183 |
| flip-flops | 0.467 |
| adder cells (fa/ha/maj) | 0.00495 |
| AND/OR/NAND/NOR | 0.236 |
| AND-OR/OR-AND | 0.0550 |
| XOR/XNOR | 0.0901 |
[power by group]
part           switching (mW)  internal [mW]  leakage [nW]
combinational           0.104          0.213          1.55
clock                   0.341          0.363         0.140
sequential             0.0633          0.956         0.902
total                   0.508           1.53          2.60
[area by class of cell]
type / instances / area [sq um] / area share
flip-flops and latches: 102 / 2360 / 0.353
multi-input cells: 385 / 2290 / 0.342
repair buffers: 148 / 1460 / 0.218
well taps: 220 / 275 / 0.0411
clock buffers: 9 / 225 / 0.0336
clock inverters: 7 / 60.1 / 0.00897
inverters: 6 / 22.5 / 0.00336
[worst max-delay path, stage by stage (launching register included)]
cell             delay [ns]
edfxtp_1               0.43
ha_1                   0.25
nand3_2                0.22
nor3_4                 0.46
nand4_2                0.21
or3_1                  0.37
xnor2_1                0.16
clkdlybuf4s50_1        0.48
[cells in the final DEF, fill, tap and decap left out, types with 3 or more instances in the layout]
master,Yosys,layout
clkdlybuf4s50_1,0,141
and2_1,73,73
dfxtp_1,70,69
conb_1,1,65
nand2_1,58,58
edfxtp_1,32,32
xor2_1,31,31
nor2_1,21,21
xnor2_1,21,21
o21ai_0,18,18
nand3_1,14,14
nand4_1,13,13
a21oi_1,9,9
clkbuf_16,0,9
o221ai_1,8,8
mux2i_1,7,7
inv_1,6,6
buf_4,67,6
nor2b_1,4,4
nor3_1,4,4
or2_2,4,4
inv_6,0,4
o31ai_1,3,3
nor3b_1,3,3
a221oi_1,3,3
and4_1,3,3
[layer usage]
metal / vias up / GRT usage / wire length [um]
met5: - / 0 / 0
met4: 0 / 0.0284 / 287
met1: 1675 / 0.195 / 5320
met2: 165 / 0.207 / 5280
met3: 14 / 0.0381 / 824
li1: 1868 / - / -
[worst max-delay path by stage]
stage / end / slack [ns] / cells past startpoint
CTS: ifu_idu_pc_2[31] / 0.85 / 7
global route: ifu_idu_pc_2[31] / 0.68 / 7
finish: ifu_idu_pc_2[31] / 0.89 / 7
Power and IR drop assume default switching activity.
